## flow/design.v

```verilog
module Async_fifo #(
  parameter D_SIZE = 8,                          
  parameter F_DEPTH =16,                         
  parameter P_SIZE = 5                             
)
 (
   input                    i_w_clk,               
   input                    i_w_rstn,              
   input                    i_w_inc,               
   input                    i_r_clk,               
   input                    i_r_rstn,              
   input                    i_r_inc,               
   input   [D_SIZE-1:0]     i_w_data,              
   output  [D_SIZE-1:0]     o_r_data,              
   output                   o_full,                
   output                   o_empty,                
   output [P_SIZE-1:0]      o_empty_count
);
wire [P_SIZE-1:0] empty_count;
wire [P_SIZE-2:0] w_addr ,r_addr;
wire [P_SIZE-1:0] w2r_ptr , r2w_ptr ;
wire [P_SIZE-1:0] gray_w_ptr , gray_rd_ptr ;
assign empty_count = F_DEPTH - (w2r_ptr - r2w_ptr);
assign o_empty_count = empty_count;
fifo_mem #(.F_DEPTH(F_DEPTH), .D_SIZE(D_SIZE), .P_SIZE(P_SIZE) ) 
u_fifo_mem (
.w_clk(i_w_clk),              
.w_rstn(i_w_rstn),
.w_inc(i_w_inc),                             
.w_full(o_full),              
.w_addr(w_addr),            
.r_addr(r_addr),
.w_data(i_w_data),                        
.r_data(o_r_data)
); 
fifo_rd # (.P_SIZE(P_SIZE)) u_fifo_rd (
.r_clk(i_r_clk),              
.r_rstn(i_r_rstn),             
.r_inc(i_r_inc),              
.sync_wr_ptr(w2r_ptr),                
.rd_addr(r_addr),            
.gray_rd_ptr(gray_rd_ptr),        
.empty(o_empty)
);
BIT_SYNC #(.NUM_STAGES(2) , .BUS_WIDTH(P_SIZE)) u_w2r_sync (
.CLK(i_r_clk) ,
.RST(i_r_rstn) ,
.ASYNC(gray_w_ptr) ,
.SYNC(w2r_ptr)
);
fifo_wr # (.P_SIZE(P_SIZE)) u_fifo_wr (            
.w_clk(i_w_clk),              
.w_rstn(i_w_rstn),             
.w_inc(i_w_inc),            
.sync_rd_ptr(r2w_ptr),                
.w_addr(w_addr),            
.gray_w_ptr(gray_w_ptr),        
.full(o_full)
);               
BIT_SYNC #(.NUM_STAGES(2) , .BUS_WIDTH(P_SIZE)) u_r2w_sync
(
.CLK(i_w_clk) ,
.RST(i_w_rstn) ,
.ASYNC(gray_rd_ptr) ,
.SYNC(r2w_ptr)
);
endmodule
module BIT_SYNC # ( 
   parameter NUM_STAGES = 2 ,
	 parameter BUS_WIDTH = 1 
)(
input    wire                      CLK,
input    wire                      RST,
input    wire    [BUS_WIDTH-1:0]   ASYNC,
output   reg     [BUS_WIDTH-1:0]   SYNC
);
reg   [NUM_STAGES-1:0] sync_reg [BUS_WIDTH-1:0] ;
integer  I ;
always @(posedge CLK or negedge RST)
 begin
  if(!RST)       
   begin
     for (I=0; I<BUS_WIDTH; I=I+1)
      sync_reg[I] <= 'b0 ;
   end
  else
   begin
    for (I=0; I<BUS_WIDTH; I=I+1)
     sync_reg[I] <= {sync_reg[I][NUM_STAGES-2:0],ASYNC[I]};    
   end  
 end
always @(*)
 begin
  for (I=0; I<BUS_WIDTH; I=I+1)
    SYNC[I] = sync_reg[I][NUM_STAGES-1] ; 
 end  
endmodule
module fifo_mem #(
  parameter D_SIZE = 8 ,                        
  parameter F_DEPTH=16 ,                        
  parameter P_SIZE = 5                           
)
  (   
   input                    w_clk,               
   input                    w_rstn,              
   input                    w_full,              
   input                    w_inc,               
   input   [P_SIZE-2:0]     w_addr,              
   input   [P_SIZE-2:0]     r_addr,              
   input   [D_SIZE-1:0]     w_data,              
   output  [D_SIZE-1:0]     r_data               
  );
integer i;
reg [D_SIZE-1:0] FIFO_MEM [F_DEPTH-1:0] ;
always @(posedge w_clk or negedge w_rstn)
 begin
  if(!w_rstn)
   begin 
    for(i=0;i<F_DEPTH;i=i+1) 
     FIFO_MEM[i] <= {D_SIZE{1'b0}} ;
   end
 else if (!w_full && w_inc)
    FIFO_MEM[w_addr] <= w_data ;
 end
assign r_data = FIFO_MEM[r_addr] ;
endmodule
module fifo_rd #(
  parameter P_SIZE = 5                           
)
  (
   input  wire                     r_clk,               
   input  wire                     r_rstn,              
   input  wire                     r_inc,               
   input  wire   [P_SIZE-1:0]      sync_wr_ptr,         
   output wire   [P_SIZE-2:0]      rd_addr,             
   output wire                     empty,               
   output     [P_SIZE-1:0]         gray_rd_ptr          
);
reg [P_SIZE-1:0]  rd_ptr ;
always @(posedge r_clk or negedge r_rstn)
 begin
  if(!r_rstn)
   begin
    rd_ptr <= 0 ;
   end
 else if (!empty && r_inc)
    rd_ptr <= rd_ptr + 1 ;
 end
assign rd_addr = rd_ptr[P_SIZE-2:0] ;
 assign gray_rd_ptr = (rd_ptr >> 1) ^ rd_ptr;
assign empty = (sync_wr_ptr == gray_rd_ptr); 
endmodule
module fifo_wr #(
  parameter P_SIZE = 5                           
)
  (
   input  wire                    w_clk,               
   input  wire                    w_rstn,              
   input  wire                    w_inc,               
   input  wire  [P_SIZE-1:0]      sync_rd_ptr,         
   output wire  [P_SIZE-2:0]      w_addr,              
   output reg   [P_SIZE-1:0]      gray_w_ptr,          
   output wire                    full                 
);
reg [P_SIZE-1:0]  w_ptr ;
always @(posedge w_clk or negedge w_rstn)
 begin
  if(!w_rstn)
   begin
    w_ptr <= 0 ;
   end
 else if (!full && w_inc)
    w_ptr <= w_ptr + 1 ;
 end
assign w_addr = w_ptr[P_SIZE-2:0] ;
always @(posedge w_clk or negedge w_rstn)
 begin
  if(!w_rstn)
   begin
    gray_w_ptr <= 0 ;
   end
 else
  begin
    gray_w_ptr <= (w_ptr >> 1) ^ w_ptr;
  end
 end
assign full = (sync_rd_ptr[P_SIZE-1]!= gray_w_ptr[P_SIZE-1] && sync_rd_ptr[P_SIZE-2]!= gray_w_ptr[P_SIZE-2] && sync_rd_ptr[P_SIZE-3:0]== gray_w_ptr[P_SIZE-3:0]) ;
endmodule
```

## flow/config.mk

```make
export PLATFORM = sky130hd
export DESIGN_NAME = Async_fifo
export DESIGN_NICKNAME = Async_fifo
export VERILOG_FILES = /design/flow/design.v
export SDC_FILE = /design/flow/constraint.sdc
export NUM_CORES = 4
export LEC_CHECK = 1
export CORE_UTILIZATION = 50
```

## flow/run.sh

```bash
#!/bin/bash
# OpenROAD 26Q1-2900-gdf79404cd8, Yosys 0.63+post, stock flow scripts
make -C /OpenROAD-flow-scripts/flow DESIGN_CONFIG=/design/flow/config.mk WORK_HOME=/design/flow/orfs finish
```

## flow/constraint.sdc

```tcl
current_design Async_fifo

set clk_period 4.8
set clk_io_pct 0.2

create_clock -name clk0 -period $clk_period [get_ports {i_r_clk}]
create_clock -name clk1 -period $clk_period [get_ports {i_w_clk}]

set non_clock_inputs [all_inputs -no_clocks]
set_input_delay [expr $clk_period * $clk_io_pct] -clock clk0 $non_clock_inputs
set_output_delay [expr $clk_period * $clk_io_pct] -clock clk0 [all_outputs]
```

==> git commit body <==
Update PnR metrics after Yosys + OpenROAD run

- The run finished with clean final reports.
* Number of ports placed on the die boundary: 29
- In the final layout, the share of cells above drive strength 1 is 33.3%.
- Cell total in the yosys stat output: around 550
- Total cell area reported by yosys after synthesis: 7520 sq um
* Switching pwr: 2.29 mW
* Total number of yosys warnings: 6
- In the Yosys report, the sequential cells make up between 50% and 60% of the chip area.
- The iteration count recorded for the first detailed-route pass is 5.
- Flip-flop count of the largest register after layout: 128
- The region available for standard cell placement spans approximately 15,000 sq um.
- The detailed router placed 4,618 vias in this run.
* Area growth from synthesis to layout: 15.4%
- Startpoint of the most critical setup path: u_fifo_rd.rd_ptr[3]
- Once placement finished, the instance area stood at 7990 sq um.
- Library cells used by synthesis: around 44
* Floorplan Utilization: 51.6%
* Data arrival time of the worst path: 3040 ps
- Cts hold-fix bufs: 0
* Number of cell rows: 44
- Once iteration 0 of detailed routing completed, the report listed 295 DRC markers.
- All-layer global routing usage: 25.3%
* Number of setup buffers added after CTS: 0
* Vert. Die Dim: around 120 um
- Between clock sinks in the finished design, the worst skew comes to 6.76 ps.
- After detailed routing, the average wire length per cell comes to 22.8 um.
* Worst setup path class: flop to output pin
- The flow reports that sequential cells draw between 30 and 40% of the design power.
* Wire length of the first global-routing pass: 28,200 um
- The report counts max-capacitance violations totalling 0.
- Final setup violating endpoints: 0
- Cells resized by post-CTS repair: 0
* Maximum fanout along the worst path: 23
- Final hold analysis gives a worst-case slack of 345 ps.
- In this run the tightest slew margin relative to its limit is 42.4%.
* Worst EP required: 3840 ps
- Nets still carrying antenna violations after routing amount to 0.
- In this run the static leakage power is 3.79 nW.
- HPWL Detailed: 10,800 um
- In this run, the clock network consumes 22.5% of the power.
- The final layout reports a setup TNS of 0 ps.
- The post-synth register bit count is 163.
- For reference, the post-synthesis area per instance comes to 13.8 sq um.
* Post-synth tally of flip-flops with integrated enable: 0
- Maximum number of pins on one net before global-route repair: around 74
- Total Die Area: 15,500 sq um
* Most used flip-flop cell after synthesis: sky130_fd_sc_hd__dfrtp_1
* Ratio of total power to cell area: between 700 and 800 nW/um^2
- Capturing element type of the critical path: output pin
- Fillcell total: roughly 1,100
* Critical Path Start Type: flop
- The clock net in this run drives a total of 163 sinks.
* Post-placement worst setup slack: 1050 ps
- Per-cell via count in the routed design: 5.96
* Final wirelength: 17,600 um
- Setup repair after global routing left no endpoint under its margin.
- The horizontal die dimension reported for this design is about 120 um.
* Hold crit path type: flop to flop
- Number of antenna violations at the first check in global routing: 0
- Clock slew at the register clock pins of the worst setup and hold paths: 50 ps
- Most frequent logic cell in the layout: sky130_fd_sc_hd__dfrtp_1
- Worst IR drop on VDD: 0.356 mV
* Worst-margin pin slew: 864 ps
* Number of design rule violations left after detail routing: 0
- For this run the aggregate overflow at the end of global routing stands at 0.
- Placer Congestion: ~0.8
* Vias in the first global route: about 4,700
- The power report shows net switching accounting for 33.9% of the total.
- TritonCTS clock tree: yes
- The final timing report lists a max-slew violation count of 0.
- The number of warnings reported in the stage logs is 38.
* Int Pwr: 4.46 mW
- Buffers on Ports: 27
* Antenna cells: 0
- Hold wc startpoint: u_w2r_sync.sync_reg[3][0]
* Critical register-to-register path startpoint: u_r2w_sync.sync_reg[4][1]
- After synthesis, the share of flip-flops with an asynchronous set or reset is 100%.
* Instance tally after logic synthesis: 546
- Number of endpoints with negative hold slack in the final report: 0
- Utilization after layout: 59.5%
- Netlist area before placement: 7520 sq um
- With fillers left out, the area of the finished cells amounts to just under 9000 sq um.
* Relative contribution of combinational cells to total power: 41.3%
- Post-route setup slack: 804 ps
- Most used cells in the layout excluding fill and tap cells: 163 x sky130_fd_sc_hd__dfrtp_1, 130 x sky130_fd_sc_hd__mux2_2, 31 x sky130_fd_sc_hd__a22o_1, 26 x sky130_fd_sc_hd__clkdlybuf4s50_1, 25 x sky130_fd_sc_hd__ha_1
-- path summary, 6_finish.rpt --
check | to | slack [ps] | cells past startpoint
setup / recovery | o_r_data[1] | 800 | 8
setup reg to reg | u_fifo_mem.FIFO_MEM[4][5] | 2270 | 4
max in group clk1 | u_fifo_mem.FIFO_MEM[3][0] | 2190 | 5
min in group asynchronous | u_fifo_wr.w_ptr[3] | 560 | 1
min in group clk1 | u_r2w_sync.sync_reg[3][1] | 350 | 0
hold reg to reg | u_w2r_sync.sync_reg[3][1] | 340 | 0
max in group asynchronous | u_fifo_mem.FIFO_MEM[8][4] | 3090 | 2
hold / removal | u_w2r_sync.sync_reg[3][1] | 340 | 0
-- layer usage --
metal / routed length (um) / up-vias / track usage (%)
met3: 1250 / 11 / 8.71
met4: 115 / 0 / 2.34
met1: 8320 / 2403 / 41.6
met5: 0 / - / 0
met2: 7960 / 107 / 35.6
li1: - / 2097 / -
-- Yosys cell counts (9+ instances only) --
cell                         n  area share, %
sky130_fd_sc_hd__inv_1      22            1.1
sky130_fd_sc_hd__o21ai_0     9           0.60
sky130_fd_sc_hd__a21oi_2     9            1.0
sky130_fd_sc_hd__dfrtp_1   163             54
sky130_fd_sc_hd__xnor2_1    11            1.3
sky130_fd_sc_hd__clkbuf_1   23            1.1
sky130_fd_sc_hd__ha_1       25            4.2
sky130_fd_sc_hd__a22oi_1    24            2.4
sky130_fd_sc_hd__mux2_2    130             19
sky130_fd_sc_hd__a22o_1     31            3.6
sky130_fd_sc_hd__nand3_1    15            1.0
sky130_fd_sc_hd__xor2_1     13            1.5
-- metrics by stage --
stage	cells	total power, mW
after floorplan	546	4.20
after global placement	739	5.19
after detailed placement	739	5.24
after CTS	775	6.80
after global routing	775	7.20
final	775	6.75
-- worst max-delay path, stage by stage (launching register included) --
cell	delay (ps)
sky130_fd_sc_hd__dfrtp_1	400
sky130_fd_sc_hd__inv_1	100
sky130_fd_sc_hd__ha_1	190
sky130_fd_sc_hd__buf_4	230
sky130_fd_sc_hd__or3_1	400
sky130_fd_sc_hd__a2111oi_0	350
sky130_fd_sc_hd__o21bai_2	390
sky130_fd_sc_hd__a2111o_1	260
sky130_fd_sc_hd__clkdlybuf4s50_1	460
-- final cells by class --
| cell class | count | area, sq um | share of cell area (%) |
|---|---|---|---|
| clock inverters | 12 | 154 | 1.77 |
| multi-input cells | 330 | 3230 | 37.2 |
| inverters | 22 | 82.6 | 0.951 |
| repair buffers | 40 | 369 | 4.25 |
| flip-flops and latches | 163 | 4080 | 47.0 |
| clock buffers | 24 | 536 | 6.17 |
| well taps | 184 | 230 | 2.65 |
-- logic make-up (layout without fill, tap and decap cells) --
group | Yosys count | after routing | share of synthesized area [%]
xor+xnor | 24 | 24 | 2.79
simple gates | 34 | 34 | 2.39
mux | 130 | 130 | 19.5
flops | 163 | 163 | 54.2
buf+inv | 53 | 98 | 2.84
compound gates | 116 | 116 | 13.9
fa+ha+maj | 26 | 26 | 4.42
-- power groups by stage --
stage	Clock, mW	Sequential, mW	Combinational (mW)
after CTS	1.55	2.44	2.81
after global routing	1.61	2.54	3.05
final	1.52	2.44	2.79
Power and IR drop assume default switching activity.
