==> config.mk <==
export PLATFORM = sky130hd
export DESIGN_NAME = mapper
export DESIGN_NICKNAME = mapper
export VERILOG_FILES = /design/flow/design.v
export SDC_FILE = /design/flow/constraint.sdc
export NUM_CORES = 4
export LEC_CHECK = 1
export CORE_UTILIZATION = 40
==> constraint.sdc <==
current_design mapper

set clk_period 14.5
set clk_io_pct 0.2

create_clock -name clk0 -period $clk_period [get_ports {clk}]

set non_clock_inputs [all_inputs -no_clocks]
set_input_delay [expr $clk_period * $clk_io_pct] -clock clk0 $non_clock_inputs
set_output_delay [expr $clk_period * $clk_io_pct] -clock clk0 [all_outputs]
==> design.v <==
module mapper #(
    parameter DIM4_WIDTH = 8,  
    parameter DIM3_WIDTH = 8, 
    parameter DIM2_WIDTH = 8,  
    parameter DIM1_WIDTH = 8,
    parameter IDX4_WIDTH = 8,  
    parameter IDX3_WIDTH = 8, 
    parameter IDX2_WIDTH = 8,  
    parameter IDX1_WIDTH = 8,
    parameter ROW_MAJOR = 1,   
    parameter ADDR_WIDTH = 32 
)( 
    input  logic                        clk,            
    input  logic                        rst,            
    input  logic [DIM4_WIDTH - 1:0]     dim4, 
    input  logic [DIM3_WIDTH - 1:0]     dim3, 
    input  logic [DIM2_WIDTH - 1:0]     dim2,
    input  logic [DIM1_WIDTH - 1:0]     dim1,
    input  logic [IDX4_WIDTH - 1:0]     idx4,
    input  logic [IDX3_WIDTH - 1:0]     idx3, 
    input  logic [IDX2_WIDTH - 1:0]     idx2,
    input  logic [IDX1_WIDTH - 1:0]     idx1,
    input  logic [ADDR_WIDTH - 1:0]     base_addr,
    output logic [ADDR_WIDTH - 1:0]     addr
);
    logic [ADDR_WIDTH - 1:0] mult1_result, mult2_result, mult3_result;
    logic [ADDR_WIDTH - 1:0] dim3_dim2_dim1, dim2_dim1;
    logic [ADDR_WIDTH - 1:0] addr_temp;
    generate
        if (ROW_MAJOR) begin : row_major_block
            always_ff @(negedge clk or posedge rst) begin
                if (rst) begin
                    dim2_dim1 <= '0;
                    dim3_dim2_dim1 <= '0;
                end else begin
                    dim2_dim1 <= dim2 * dim1;
                    dim3_dim2_dim1 <= dim3 * dim2 * dim1;
                end
            end
            always_ff @(negedge clk or posedge rst) begin
                if (rst) begin
                    mult1_result <= '0;
                    mult2_result <= '0;
                    mult3_result <= '0;
                end else begin
                    mult1_result <= idx4 * dim3_dim2_dim1;
                    mult2_result <= idx3 * dim2_dim1;
                    mult3_result <= idx2 * dim1;
                end
            end
            always_ff @(negedge clk or posedge rst) begin
                if (rst) begin
                    addr_temp <= '0;
                end else begin
                    addr_temp <= base_addr + mult1_result + mult2_result + mult3_result + idx1;
                end
            end
        end else begin : column_major_block
            always_ff @(negedge clk or posedge rst) begin
                if (rst) begin
                    dim2_dim1 <= '0;
                    dim3_dim2_dim1 <= '0;
                end else begin
                    dim2_dim1 <= dim2 * dim1;
                    dim3_dim2_dim1 <= dim3 * dim2 * dim1;
                end
            end
            always_ff @(negedge clk or posedge rst) begin
                if (rst) begin
                    mult1_result <= '0;
                    mult2_result <= '0;
                    mult3_result <= '0;
                end else begin
                    mult1_result <= idx4 * dim3_dim2_dim1;
                    mult2_result <= idx3 * dim2_dim1;
                    mult3_result <= idx1 * dim2;
                end
            end
            always_ff @(negedge clk or posedge rst) begin
                if (rst) begin
                    addr_temp <= '0;
                end else begin
                    addr_temp <= base_addr + mult1_result + mult2_result + mult3_result + idx2;
                end
            end
        end
    endgenerate
    assign addr = addr_temp;
endmodule
==> run.sh <==
#!/bin/bash
# OpenROAD 26Q1-2900-gdf79404cd8, Yosys 0.63+post, stock flow scripts
make -C /OpenROAD-flow-scripts/flow DESIGN_CONFIG=/design/flow/config.mk WORK_HOME=/design/flow/orfs finish
==> results.toml <==
# yosys + openroad results
[drt]
drt_iter0_markers = 596
top_layer_used = "met5"
dr_total_vias = 19700
wl_mm = 59.4
met2_length_mm = 27.4
n_antenna_cell = 0
first_pass_iters = 4
wl_per_cell_um = 14.5
drc = 0
avgViaCountPerCell = 4.81
met1_length_mm = 27.4
routed-wl-met3_mm = 4.01
ant_nets = 0

[die]
ioPinCount = 130
die_w_um = 259
chipArea_um2 = 67000
initial_core_util_pct = 40.7
num_rows = 93
fp.dieH_um = 259
core_um2 = 64800

[synthesis]
ys_warn_count = 1
syn_avg_cell_area_um2 = 9.51
yosysCellCount = 2774
simple_gate_area_share_pct = 16.8
ys_seq_share_pct = 13.7
ys_top_logic_family = "adder cells"
synthFlopType = "dfrtn_1"
ys_area_um2 = 26400
ys_types = 61
mux_share_pct = 0.0379
numSynthFlops = 144
edf_count = 0
syn_area_um2 = 26400
xor_share_pct = 4.22
yosys.area_share.adder_pct = 49.9
synthAoiAreaFrac_pct = 7.82
synthArstFlopShare_pct = 100
syn-instance-count = 2774

[worst_hold_path]
min_path_cells = 1
hold_class = "reg -> reg"

[timing]
drv_slew = 0
maxSlewHeadroom_pct = 58.9
fin_skew_ps = 9.35
tightestPinTransition_ps = 617
setup_slack_ps = -2480
tns_ps = -33490
finalSetupViolCount = 20
rsz0062_at_grt = "yes"
hold_viol_final = 0

[setup_path]
worst_path_max_delay_cell = "fa_1"
cp_data_required_time_ps = 7510
path_class = "in -> reg"
worstRegToRegCells = 18
setup.worst_path.end_class = "register"
cp.arrival_ps = 9990
cp_max_fo = 5
critPathLaunchType = "input pin"
critical_path.most_common_cell = "fa_1"
critPathMaxStageDelay_ps = 500

[global_route]
antenna_found_initial = 1
grt-ovfl-total = 0
grt_use_total_pct = 19.7
grt_max_degree = 70
grt_pass1_vias = 21300
grt_pass1_wl_mm = 103

[job]
maxCapViolations = 0
warnings = 36

[place]
place_congestion = 0.940
hpwl_mm = 50.2
io_buffers = 121

[status]
violations = "negative setup slack"
outcome = "finished with violations"

[final_layout]
lay_top_count = "fa_1"
logic_area_um2 = 21800
seq_area_um2 = 3600
fillers = 5503
lay_top_cells = "446 x fa_1, 431 x inv_1, 349 x buf_4, 330 x nand2_1, 320 x and2_1"
utilization_pct = 51.5
area_growth_pct = 26.5
drive_above_1_share_pct = 19.6

[clock_tree]
hold_buffers = 0
cts_made_buffers = 17
cts_sinks = 144
clk_path_buf_depth = 2
tritoncts = "yes"
clock_latency_ps = 420
cts.htree.levels = 4
cts.clk_slew.worst_paths_ps = 40
clock-root-buffer = "clkbuf_16"
## kinds of logic (layout without fill, tap and decap cells)
group | Yosys count | count (layout)
compound gates | 316 | 316
xor+xnor | 127 | 127
fa+ha+maj | 780 | 780
buf+inv | 533 | 1007
flops | 144 | 144
mux | 1 | 1
simple gates | 873 | 873
## layer usage
metal	vias to the layer above	GRT usage (%)
met2	462	31.1
met3	38	5.89
met4	2	1.81
li1	9606	-
met1	9616	28.9
met5	-	0
## state kept, by name (all words and copies together) (netlist names)
name            count
addr_temp          32
dim2_dim1          16
dim3_dim2_dim1     24
mult1_result       32
mult2_result       24
mult3_result       16
## worst max-delay path: cells and delay by family
kind	cells	cell delay, ps
simple gates	3	490
xor+xnor	2	310
buf+inv	7	450
compound gates	9	1610
fa+ha+maj	10	4220
## metrics by stage
stage / instances / worst slack [ps] / instance area, um^2 / hold WS, ps
floorplan: 2774 / -2650 / 26800 / 416
global placement: 4037 / -3510 / 31700 / 492
detailed placement: 4037 / -3530 / 31700 / 481
CTS: 4092 / -2510 / 32800 / 491
global route: 4103 / -2810 / 33400 / 516
finish: 4103 / -2480 / 33400 / 487
## repair_timing
action / CTS / global route
buffers inserted: 24 / 12
gates resized: 172 / 127
cloned: 0 / 1
setup endpoints to repair: 40 / 48
pin swaps: 69 / 73
## cell usage after synthesis, drive strengths merged, types with 29 or more instances
master | instances | area (um^2)
ha | 325 | 4070
and2 | 345 | 2160
nand3 | 29 | 145
inv | 453 | 1700
a21o | 56 | 420
o21ai | 53 | 265
xnor2 | 98 | 858
nand2 | 340 | 1280
dfrtn | 144 | 3600
a21oi | 108 | 556
fa | 455 | 9110
nor2 | 64 | 240
clkbuf | 79 | 297
xor2 | 29 | 254
## cell type report
cell class | instances | area share (%)
clock buffers | 19 | 1.33
clock inverters | 13 | 0.390
inverters | 453 | 5.12
multi-input cells | 2097 | 65.5
flip-flops and latches | 144 | 10.8
well taps | 855 | 3.21
repair buffers | 522 | 13.7
## final timing paths
path	slack, ps	startpoint	endpoint
setup / recovery	-2480	dim2[7]	dim3_dim2_dim1[23]
hold / removal	490	mult3_result[0]	addr_temp[0]
setup reg to reg	9520	dim2_dim1[5]	mult2_result[21]
hold reg to reg	490	mult3_result[0]	addr_temp[0]
max in group asynchronous	3330	rst	dim2_dim1[5]
min in group asynchronous	10090	rst	addr_temp[30]
